**./run.sh**
```bash
#!/bin/bash
# OpenROAD 26Q1-2900-gdf79404cd8, Yosys 0.63+post, stock flow scripts
make -C /OpenROAD-flow-scripts/flow DESIGN_CONFIG=/design/flow/config.mk WORK_HOME=/design/flow/orfs finish
```
**./config.mk**
```make
export PLATFORM = sky130hd
export DESIGN_NAME = free_list_bitmap
export DESIGN_NICKNAME = free_list_bitmap
export VERILOG_FILES = /design/flow/design.v
export SDC_FILE = /design/flow/constraint.sdc
export NUM_CORES = 4
export LEC_CHECK = 1
export CORE_UTILIZATION = 50
```
**./constraint.sdc**
```tcl
current_design free_list_bitmap

set clk_period 32.6
set clk_io_pct 0.2

create_clock -name clk0 -period $clk_period [get_ports {clk}]

set non_clock_inputs [all_inputs -no_clocks]
set_input_delay [expr $clk_period * $clk_io_pct] -clock clk0 $non_clock_inputs
set_output_delay [expr $clk_period * $clk_io_pct] -clock clk0 [all_outputs]
```
**./design.v**
```verilog
`timescale 1ns/1ps
package ooop_types;
  localparam int XLEN        = 32;
  localparam int N_ARCH_REGS = 32;
  localparam int N_PHYS_REGS = 128;
  localparam int ROB_DEPTH   = 16;
  localparam int RS_DEPTH    = 8;
  localparam int REG_W       = $clog2(32);
  localparam int PREG_W      = $clog2(128);
  localparam int ROB_W       = $clog2(16);
  localparam int RS_W        = $clog2(8);
  typedef logic [XLEN-1:0] xlen_t;
  typedef enum logic [1:0] {
    FU_ALU  = 2'd0,
    FU_BRU  = 2'd1,
    FU_LSU  = 2'd2,
    FU_NONE = 2'd3
  } fu_type_t;
  typedef enum logic [3:0] {
    ALU_ADD   = 4'd0,
    ALU_SUB   = 4'd1,
    ALU_AND   = 4'd2,
    ALU_OR    = 4'd3,
    ALU_XOR   = 4'd4,
    ALU_SLT   = 4'd5,
    ALU_SLTU  = 4'd6,
    ALU_SLL   = 4'd7,
    ALU_SRL   = 4'd8,
    ALU_SRA   = 4'd9,
    ALU_SLTIU = 4'd10,
    ALU_LUI   = 4'd11
  } alu_op_t;
  typedef enum logic [1:0] {
    LS_B = 2'd0,
    LS_H = 2'd1,
    LS_W = 2'd2
  } ls_size_t;
  typedef struct packed {
    logic         valid;
    xlen_t        pc;
    logic [31:0]  instr;
    logic         predicted_taken;    
    xlen_t        predicted_target;   
  } fetch_pkt_t;
  typedef struct packed {
    logic         valid;
    xlen_t        pc;
    logic [31:0]  instr;
    logic [REG_W-1:0] rs1;
    logic [REG_W-1:0] rs2;
    logic [REG_W-1:0] rd;
    logic         rs1_used;
    logic         rs2_used;
    xlen_t        imm;
    logic         imm_used;
    fu_type_t     fu_type;
    alu_op_t      alu_op;
    logic         rd_used;
    logic         is_load;
    logic         is_store;
    ls_size_t     ls_size;
    logic         unsigned_load;
    logic         is_branch;
    logic         is_jump;
    logic         is_jalr;
    logic [2:0]   funct3;     
    logic         predicted_taken;    
    xlen_t        predicted_target;   
  } decode_pkt_t;
  typedef struct packed {
    logic         valid;
    xlen_t        pc;
    logic [31:0]  instr;
    logic [REG_W-1:0] rs1;
    logic [REG_W-1:0] rs2;
    logic [REG_W-1:0] rd;
    xlen_t        imm;
    logic         imm_used;
    fu_type_t     fu_type;
    alu_op_t      alu_op;
    logic         rd_used;
    logic         is_load;
    logic         is_store;
    ls_size_t     ls_size;
    logic         unsigned_load;
    logic         is_branch;
    logic         is_jump;
    logic         is_jalr;
    logic [2:0]   funct3;     
    logic         predicted_taken;    
    xlen_t        predicted_target;   
    logic         rs1_used;
    logic         rs2_used;
    logic [PREG_W-1:0] prs1;
    logic [PREG_W-1:0] prs2;
    logic [PREG_W-1:0] prd;
    logic         prs1_ready;
    logic         prs2_ready;
    logic [PREG_W-1:0] old_prd;
    logic [ROB_W-1:0]  rob_tag;
  } rename_pkt_t;
  typedef struct packed {
    logic         valid;
    xlen_t        pc;
    logic [31:0]  instr;
    fu_type_t     fu_type;
    alu_op_t      alu_op;
    xlen_t        imm;
    logic         imm_used;
    logic         rd_used;
    logic         is_load;
    logic         is_store;
    ls_size_t     ls_size;
    logic         unsigned_load;
    logic         is_branch;
    logic         is_jump;
    logic         is_jalr;
    logic [2:0]   funct3;     
    logic         predicted_taken;    
    xlen_t        predicted_target;   
    logic         rs1_used;
    logic         rs2_used;
    logic [PREG_W-1:0] prs1;
    logic [PREG_W-1:0] prs2;
    logic [PREG_W-1:0] prd;
    logic         prs1_ready;
    logic         prs2_ready;
    logic [ROB_W-1:0]  rob_tag;
  } rs_entry_t;
  typedef struct packed {
    logic              valid;
    logic [ROB_W-1:0]  rob_tag;
    logic [PREG_W-1:0] prd;
    xlen_t             data;
    logic              rd_used;
  } wb_pkt_t;
endpackage
module free_list_bitmap #(
  parameter int N_ARCH_REGS = ooop_types::N_ARCH_REGS,
  parameter int N_PHYS_REGS = ooop_types::N_PHYS_REGS,
  parameter int PREG_W      = ooop_types::PREG_W,
  parameter int ROB_DEPTH   = ooop_types::ROB_DEPTH,
  parameter int ROB_W       = ooop_types::ROB_W
)(
  input  logic                   clk,
  input  logic                   rst_n,
  input  logic                   flush_i,         
  input  logic                   recover_i,
  input  logic [ROB_W-1:0]       recover_tag_i,
  input  logic                   alloc_req,
  output logic                   alloc_gnt,
  output logic [PREG_W-1:0]      alloc_preg,
  output logic                   has_free_o,
  input  logic                   free_req,
  input  logic [PREG_W-1:0]      free_preg,
  input  logic                   checkpoint_take,
  input  logic [ROB_W-1:0]       checkpoint_tag,
  output logic [N_PHYS_REGS-1:0] free_bitmap_o
);
  logic [N_PHYS_REGS-1:0] free_map;
  logic [N_PHYS_REGS-1:0] ckpt_free_map [ROB_DEPTH];
  assign free_bitmap_o = free_map;
  logic                 found;
  logic [PREG_W-1:0]     found_preg;
  always @* begin
    found      = 1'b0;
    found_preg = '0;
    for (int j = N_ARCH_REGS; j < N_PHYS_REGS; j = j + 1) begin
      if (!found && free_map[j]) begin
        found      = 1'b1;
        found_preg = j[PREG_W-1:0];
      end
    end
  end
  assign has_free_o  = found;
  assign alloc_preg  = found_preg;
  assign alloc_gnt = alloc_req && has_free_o;
  always_ff @(posedge clk) begin
    if (!rst_n) begin
      free_map <= '0;
      for (int j = N_ARCH_REGS; j < N_PHYS_REGS; j = j + 1) begin
        free_map[j] <= 1'b1;
      end
      for (int t = 0; t < ROB_DEPTH; t = t + 1) begin
        ckpt_free_map[t] <= '0;
      end
    end else if (recover_i) begin
      free_map <= ckpt_free_map[recover_tag_i];
    end else begin
      if (free_req && (free_preg != '0)) begin
        free_map[free_preg] <= 1'b1;
      end
      if (alloc_gnt) begin
        free_map[found_preg] <= 1'b0;
      end
      if (checkpoint_take) begin
        logic [N_PHYS_REGS-1:0] next_map;
        next_map = free_map;
        if (free_req && (free_preg != '0))
          next_map[free_preg] = 1'b1;
        if (alloc_gnt)
          next_map[found_preg] = 1'b0;
        ckpt_free_map[checkpoint_tag] <= next_map;
      end
    end
  end
endmodule
```
==> impl_metrics.py <==
# Synthesis and PnR figures
metrics = {
    "synth": {
        "yosysChipArea_um2": 95490,
        "ys.flop_type": "edfxtp_1",
        "syn-mean-instance-area_um2": 14.80,
        "aoi_share": 0.04146,
        "ys_warn_count": 1,
        "ys_sh_adder": 0.0005241,
        "logic_family": "multiplexers",
        "ys_types": 89,
        "synth-edff-count": 2048,
        "synthArstFlopShare": 0,
        "syn_inst": 6450,
        "ys_sh_simple": 0.1085,
        "xor_share": 0.001088,
        "ys_cells": 6450,
        "ys_seq_elements": 2176,
        "synthesis.area_um2": 95490,
        "synth_seq_share": 0.6709,
        "mux_share": 0.1513,
    },
    "grt": {
        "grt_max_degree": 89,
        "grt.total_usage": 0.3777,
        "grt_first_pass_wirelength_um": 454500,
        "overflow": 0,
        "first_global_vias": 62710,
        "antenna_found_initial": 6,
    },
    "worst_setup_path": {
        "crit_path_top_delay_cell": "clkdlybuf4s50_1",
        "critPathTopFamily": "buffers and inverters",
        "cpPeakStageDelay_ns": 0.51,
        "worst-path-max-fanout": 4,
        "start_kind": "input pin",
        "end_kind": "output pin",
        "cp_data_required_time_ns": 26.08,
        "cp_cell_sequence": "clkdlybuf4s50_1 -> nand2_1 -> inv_1 -> clkdlybuf4s50_1",
        "crit_arrival_ns": 7.90,
        "cp.buffers_inverters": 3,
        "crit_type": "in -> out",
        "critical_path.most_common_cell": "clkdlybuf4s50_1",
    },
    "sta": {
        "slew_viol_final": 0,
        "max_slew.worst_pin.slew_ns": 0.9912,
        "fmax_mhz": 69.35,
        "grt_setup_unrepaired": "false",
        "maxSlewHeadroom": 0.3391,
        "hold_viol_final": 0,
        "setup-tns-final_ns": 0,
        "finalSetupViolations": 0,
        "finalCriticalPeriod_ns": 14.42,
        "clock_skew_ns": 0.03238,
        "post-route-period-util": 0.4423,
    },
    "cells_and_area": {
        "fillCellCount": 14340,
        "final_cells": 9254,
        "area_delta_synth_final_pct": 12.42,
        "final_common_cell": "nor2_1",
        "fin_util": 0.5651,
        "drive_above_1_share": 0.2125,
        "most-common-layout-cells": "nor2_1 (2,219), edfxtp_1 (2,048), mux4_2 (640)",
    },
    "pwr": {
        "p_switching_uw": 1506,
        "clock_power_share": 0.397,
        "p_per_area_nw_per_um2": 58.29,
        "p_int_uw": 4752,
        "irDropWorstVdd_v": 0.00005047,
        "p_total_uw": 6258,
        "comb_power_share": 0.090,
        "p_leak_uw": 0.03767,
        "switching_share": 0.2406,
        "pwr-share-seq": 0.513,
    },
    "route": {
        "drc": 0,
        "wl_met1_um": 98440,
        "firstDrtPassIters": 5,
        "highest_layer": "met5",
        "dr_wl_met3_um": 56800,
        "drtIter0Drc": 4197,
        "postRouteAntennaNets": 0,
        "wl_met2_um": 148600,
        "drt-total-wl_um": 320000,
        "num_vias": 58700,
        "wl_per_cell_um": 34.58,
        "vias_per_cell": 6.343,
    },
    "die": {
        "die_w_um": 439.0,
        "rows": 160,
        "die_y_um": 439.0,
        "fp_util": 0.5026,
        "coreArea_um2": 190000,
        "die_area_um2": 192700,
        "ios": 159,
    },
    "clock_network": {
        "clock_latency_ns": 0.88,
        "cts.repair.resized": 0,
        "post_cts_buffers": 0,
        "clock_sinks": 2176,
        "clkTransAtPathRegs_ns": 0.06,
        "cts_buffers": 221,
        "cts_tree": "yes",
        "cts_hold_buf": 0,
        "ctsRootBufferMaster": "clkbuf_16",
        "ctsLongestPathBuffers": 3,
        "htreeDepth": 4,
    },
    "placed_design": {
        "portBuffers": 157,
        "hpwl_um": 186100,
        "gp_congestion": 1.002,
        "dpl.cell_count": 8822,
    },
    "status": {
        "status": "finished clean",
    },
    "hold_path": {
        "hold_path_class": "reg -> reg",
    },
    "job": {
        "drv_cap": 0,
        "warning_count": 29,
    },
}
[power groups by stage]
stage | sequential [uW] | combinational (uW) | clock (uW)
after global routing | 3220 | 589 | 2620
after CTS | 3210 | 556 | 2510
final | 3210 | 561 | 2480
[cell usage after synthesis (9+ instances only)]
master    instances  share of area
buf_2            77         0.0040
nand4_1          23         0.0015
or4_1            14         0.0011
a31oi_1          26         0.0017
nor4_1           31         0.0020
nand2_1         115         0.0045
nand3_1          27         0.0014
o31ai_4           9         0.0020
nor2b_1          13        0.00085
nor3_1           29         0.0015
and3_1           12        0.00079
o32ai_4          11         0.0032
a21oi_1         102         0.0053
buf_4            23         0.0018
edfxtp_1       2048           0.64
clkbuf_1        388          0.015
a21o_1           16         0.0013
nor2_1         2220          0.087
buf_6            15         0.0018
o22ai_4          25         0.0052
dfxtp_1         128          0.027
inv_1            19        0.00075
o211ai_1         19         0.0015
or2_2            12        0.00079
o22ai_2          39         0.0051
buf_1            63         0.0025
a211oi_1         28         0.0022
nand2_2           9        0.00059
mux4_2          640           0.15
o21ai_0          99         0.0052
[worst min-delay path: cells and delay by family, from the launching register on]
family	cells	cell delay, ns
muxes	1	0.15
and+or+nand+nor	1	0.05
DFF	1	0.36
[final cells by class]
cell class | count | area, um^2 | share of cell area
Timing Repair Buffer | 427 | 3781 | 0.03522
Antenna cell | 10 | 25.02 | 0.0002331
Multi-Input combinational cell | 3685 | 29200 | 0.2720
Clock inverter | 104 | 889.6 | 0.008287
Inverter | 23 | 93.84 | 0.0008741
Tap cell | 2511 | 3142 | 0.02927
Sequential cell | 2176 | 64060 | 0.5967
Clock buffer | 318 | 6158 | 0.05736
[final timing paths]
kind,startpoint,to,slack (ns),depth (start not counted)
setup / recovery,alloc_req,alloc_gnt,18.18,4
hold reg to reg,free_map[0],free_map[0],0.60,2
hold / removal,free_map[0],free_map[0],0.60,2
setup reg to reg,free_map[32],free_map[65],25.48,14
[stage by stage]
step | hold WS [ns] | instance area (um^2) | worst slack (ns)
after global routing | 0.6434 | 107300 | 18.15
final | 0.6026 | 107400 | 18.18
after global placement | 0.5912 | 100300 | 18.16
after floorplan | 0.4604 | 95490 | 19.36
after CTS | 0.6090 | 107300 | 18.17
after detailed placement | 0.6004 | 100300 | 18.17
[registers in the layout, indices dropped and copies added (netlist names)]
name           flops
free_map         128
ckpt_free_map   2048
[per-layer routing]
| layer | track usage | up-vias |
|---|---|---|
| li1 | - | 24320 |
| met1 | 0.4782 | 28920 |
| met2 | 0.5264 | 4640 |
| met3 | 0.2767 | 809 |
| met4 | 0.1406 | 8 |
| met5 | 0.01489 | - |
[cell families (layout without fill, tap and decap cells)]
group	count (synthesis)	count (layout)
multiplexers	643	643
adder cells (fa/ha/maj)	4	4
XOR/XNOR	11	11
AND/OR/NAND/NOR	2565	2565
buffers and inverters	589	872
flip-flops	2176	2176
AND-OR/OR-AND	462	462
other	0	10
Power figures rest on the tool's default switching activity, not on a simulated workload.
