<file path="flow/config.mk">
export PLATFORM = sky130hd
export DESIGN_NAME = cdb_arb
export DESIGN_NICKNAME = cdb_arb
export VERILOG_FILES = /design/flow/design.v
export SDC_FILE = /design/flow/constraint.sdc
export NUM_CORES = 4
export LEC_CHECK = 1
export CORE_AREA = 10 10 99 99
export DIE_AREA = 0 0 109 109
</file>
<file path="flow/constraint.sdc">
current_design cdb_arb

set clk_period 3.8
set clk_io_pct 0.2

create_clock -name clk0 -period $clk_period

set non_clock_inputs [all_inputs -no_clocks]
set_input_delay [expr $clk_period * $clk_io_pct] -clock clk0 $non_clock_inputs
set_output_delay [expr $clk_period * $clk_io_pct] -clock clk0 [all_outputs]
</file>
<file path="flow/design.v">
`timescale 1ns/1ps
package ooop_types;
  localparam int XLEN        = 32;
  localparam int N_ARCH_REGS = 32;
  localparam int N_PHYS_REGS = 128;
  localparam int ROB_DEPTH   = 16;
  localparam int RS_DEPTH    = 8;
  localparam int REG_W       = $clog2(32);
  localparam int PREG_W      = $clog2(128);
  localparam int ROB_W       = $clog2(16);
  localparam int RS_W        = $clog2(8);
  typedef logic [XLEN-1:0] xlen_t;
  typedef enum logic [1:0] {
    FU_ALU  = 2'd0,
    FU_BRU  = 2'd1,
    FU_LSU  = 2'd2,
    FU_NONE = 2'd3
  } fu_type_t;
  typedef enum logic [3:0] {
    ALU_ADD   = 4'd0,
    ALU_SUB   = 4'd1,
    ALU_AND   = 4'd2,
    ALU_OR    = 4'd3,
    ALU_XOR   = 4'd4,
    ALU_SLT   = 4'd5,
    ALU_SLTU  = 4'd6,
    ALU_SLL   = 4'd7,
    ALU_SRL   = 4'd8,
    ALU_SRA   = 4'd9,
    ALU_SLTIU = 4'd10,
    ALU_LUI   = 4'd11
  } alu_op_t;
  typedef enum logic [1:0] {
    LS_B = 2'd0,
    LS_H = 2'd1,
    LS_W = 2'd2
  } ls_size_t;
  typedef struct packed {
    logic         valid;
    xlen_t        pc;
    logic [31:0]  instr;
    logic         predicted_taken;    
    xlen_t        predicted_target;   
  } fetch_pkt_t;
  typedef struct packed {
    logic         valid;
    xlen_t        pc;
    logic [31:0]  instr;
    logic [REG_W-1:0] rs1;
    logic [REG_W-1:0] rs2;
    logic [REG_W-1:0] rd;
    logic         rs1_used;
    logic         rs2_used;
    xlen_t        imm;
    logic         imm_used;
    fu_type_t     fu_type;
    alu_op_t      alu_op;
    logic         rd_used;
    logic         is_load;
    logic         is_store;
    ls_size_t     ls_size;
    logic         unsigned_load;
    logic         is_branch;
    logic         is_jump;
    logic         is_jalr;
    logic [2:0]   funct3;     
    logic         predicted_taken;    
    xlen_t        predicted_target;   
  } decode_pkt_t;
  typedef struct packed {
    logic         valid;
    xlen_t        pc;
    logic [31:0]  instr;
    logic [REG_W-1:0] rs1;
    logic [REG_W-1:0] rs2;
    logic [REG_W-1:0] rd;
    xlen_t        imm;
    logic         imm_used;
    fu_type_t     fu_type;
    alu_op_t      alu_op;
    logic         rd_used;
    logic         is_load;
    logic         is_store;
    ls_size_t     ls_size;
    logic         unsigned_load;
    logic         is_branch;
    logic         is_jump;
    logic         is_jalr;
    logic [2:0]   funct3;     
    logic         predicted_taken;    
    xlen_t        predicted_target;   
    logic         rs1_used;
    logic         rs2_used;
    logic [PREG_W-1:0] prs1;
    logic [PREG_W-1:0] prs2;
    logic [PREG_W-1:0] prd;
    logic         prs1_ready;
    logic         prs2_ready;
    logic [PREG_W-1:0] old_prd;
    logic [ROB_W-1:0]  rob_tag;
  } rename_pkt_t;
  typedef struct packed {
    logic         valid;
    xlen_t        pc;
    logic [31:0]  instr;
    fu_type_t     fu_type;
    alu_op_t      alu_op;
    xlen_t        imm;
    logic         imm_used;
    logic         rd_used;
    logic         is_load;
    logic         is_store;
    ls_size_t     ls_size;
    logic         unsigned_load;
    logic         is_branch;
    logic         is_jump;
    logic         is_jalr;
    logic [2:0]   funct3;     
    logic         predicted_taken;    
    xlen_t        predicted_target;   
    logic         rs1_used;
    logic         rs2_used;
    logic [PREG_W-1:0] prs1;
    logic [PREG_W-1:0] prs2;
    logic [PREG_W-1:0] prd;
    logic         prs1_ready;
    logic         prs2_ready;
    logic [ROB_W-1:0]  rob_tag;
  } rs_entry_t;
  typedef struct packed {
    logic              valid;
    logic [ROB_W-1:0]  rob_tag;
    logic [PREG_W-1:0] prd;
    xlen_t             data;
    logic              rd_used;
  } wb_pkt_t;
endpackage
module cdb_arb (
  input  logic                 clk,
  input  logic                 rst_n,
  input  logic                 alu_valid_i,
  input  logic [6:0]           alu_rob_tag_i,
  input  logic [6:0]           alu_prd_i,
  input  logic [31:0]          alu_data_i,
  input  logic                 alu_rd_used_i,
  input  logic                 lsu_valid_i,
  input  logic [6:0]           lsu_rob_tag_i,
  input  logic [6:0]           lsu_prd_i,
  input  logic [31:0]          lsu_data_i,
  input  logic                 lsu_rd_used_i,
  input  logic                 bru_valid_i,
  input  logic [6:0]           bru_rob_tag_i,
  input  logic [6:0]           bru_prd_i,
  input  logic [31:0]          bru_data_i,
  input  logic                 bru_rd_used_i,
  output logic                 cdb_valid_o,
  output logic [6:0]           cdb_rob_tag_o,
  output logic [6:0]           cdb_prd_o,
  output logic [31:0]          cdb_data_o
);
  always @* begin
    cdb_valid_o   = 1'b0;
    cdb_rob_tag_o = '0;
    cdb_prd_o     = '0;
    cdb_data_o    = '0;
    if (alu_valid_i) begin
      cdb_valid_o   = 1'b1;
      cdb_rob_tag_o = alu_rob_tag_i;
      cdb_prd_o     = (alu_rd_used_i) ? alu_prd_i : 7'd0;
      cdb_data_o    = alu_data_i;
    end else if (lsu_valid_i) begin
      cdb_valid_o   = 1'b1;
      cdb_rob_tag_o = lsu_rob_tag_i;
      cdb_prd_o     = (lsu_rd_used_i) ? lsu_prd_i : 7'd0;
      cdb_data_o    = lsu_data_i;
    end else if (bru_valid_i) begin
      cdb_valid_o   = 1'b1;
      cdb_rob_tag_o = bru_rob_tag_i;
      cdb_prd_o     = (bru_rd_used_i) ? bru_prd_i : 7'd0;
      cdb_data_o    = bru_data_i;
    end
  end
endmodule
</file>
<file path="flow/run.sh">
#!/bin/bash
# OpenROAD 26Q1-2900-gdf79404cd8, Yosys 0.63+post, stock flow scripts
make -C /OpenROAD-flow-scripts/flow DESIGN_CONFIG=/design/flow/config.mk WORK_HOME=/design/flow/orfs finish
</file>
==> results.cfg <==
; synthesis and place-and-route metrics
[outcome]
status = finished clean

[floorplanning]
die_area_sq_um = 11900
core_region_area_sq_um = 7730
die_w_microns = 109
num_rows = 32
die_h_microns = 109
ioPinCount = 193
fp_util_pct = 15.1

[final_layout]
fin_area_sq_um = 3150
lay_top_count = clkdlybuf4s50_1
seq_cell_count = 0
final_cell_mix = clkdlybuf4s50_1, a21oi_1, nand3b_1, nor2b_1
area_growth_syn_to_layout_pct = 169
layout-drive-gt1-share_pct = 2.43
finalNonFillerCells = 473
final_util_pct = 40.7
area.sequential_sq_um = 0
nClkBuffers = 0

[detailed_routing]
dr.pass1.iters = 4
wl_per_cell_microns = 15.9
drt_wl_total_microns = 7520
drt-vias-per-instance = 4.34
drt-initial-drc-count = 101
num_vias = 2055
antenna-diode-count = 0
ant_nets = 0
drcViolationCount = 0

[placed_design]
place_hpwl_microns = 6310
numPortBuffers = 191
dp.cells = 473
postPlaceCellArea_sq_um = 3150
place_congestion = 0.812

[power]
ir_drop_uv = 41.2
power_density_nw_per_um2 = 105
leakage_nw = 1.11
design_power_total_mw = 0.331

[logic_synthesis]
ys_warn_count = 1
topCellsByArea = a21oi_1, nand3b_1, nor2b_1, a221o_1, buf_2
netlist_instances = 197
synth.distinct_cells = 11
ys_cells = 197
synth_area_sq_um = 1170
ys_seq_share_pct = 0
synth_top_area_share_pct = 33.4
avgSynthCellArea_sq_um = 5.94
yosys_area_sq_um = 1170
top_area_cell = a21oi_1

[timing]
fmax_mhz = 320
fin_crit_sh_pct = 82.2
rsz0062_at_grt = false
drv_slew = 0
relSlewSlack_pct = 63.7
hold_viol_final = 0
min_period_ns = 3.12
setup_viol = 0
worstMarginPinSlew_ns = 0.544
fin_setup_tns_ns = 0

[global_routing]
grt-ovfl-total = 0
grt_pass1_vias = 2125
antenna_found_initial = 0
grt_pass1_wl_microns = 11200
grt_max_degree = 41
track_usage_pct = 11.5

[run]
cap_violations = 0
warnings = 34

[cts]
cts_hold_buf = 0
post_cts_buffers = 0
cts.repair.resized = 0

[critical_path]
crit_start = bru_valid_i
cp.required_ns = 3.04
critical_path_class = input port to primary output
worstSetupEndpointType = primary output
critPathArrivalTime_ns = 2.36
cp-start-kind = input port
crit_path_end = cdb_prd_o[2]
crit_fanout = 7

[min_path]
min_path_type = input port to primary output
hold_path.startpoint = alu_valid_i
[cells in the mapped netlist]
cell	count
a221o_1	7
nor4bb_1	1
and3_1	7
a21oi_1	78
nor2b_1	39
nand3b_1	39
clkbuf_1	12
buf_2	11
buf_1	1
or3_1	1
and3b_1	1
[power by group]
group	switching, mW	internal, mW	leakage [nW]
registers	0	0	0
clock network	0	0	0
logic	0.0886	0.243	1.11
total	0.0886	0.243	1.11
[through the flow]
step,worst slack (ns),hold slack (ns)
global placement,0.678,2.37
global route,0.550,2.45
detailed placement,0.669,2.37
floorplan,1.55,1.60
CTS,0.660,2.38
finish,0.676,2.36
[logic make-up after synthesis]
group | Yosys count | synth area share (%)
and+or+nand+nor | 88 | 51.8
AOI/OAI and AO/OA | 85 | 39.4
buffers and inverters | 24 | 8.88
[area by class of cell]
cell class / instances / area (sq um)
fill: 786 / 4580
multi-input combinational: 173 / 1070
tap: 102 / 128
timing repair buffer: 198 / 1950
[critical path: stages]
cell and delay, ns:
clkdlybuf4s50_1 0.49, nor4bb_1 0.28, buf_4 0.20, a221o_1 0.14, clkdlybuf4s50_1 0.49
[routing by layer]
| layer | vias to the layer above | global-route usage [%] | part of all wire, % |
|---|---|---|---|
| met2 | 91 | 21.0 | 49 |
| met4 | 0 | 0.377 | 0.36 |
| met5 | - | 0 | 0 |
| met1 | 894 | 12.9 | 39 |
| li1 | 1068 | - | - |
| met3 | 2 | 4.48 | 11 |
[worst min-delay path by stage]
stage	end	slack, ns	depth (start not counted)
CTS	cdb_data_o[26]	2.38	4
global route	cdb_data_o[26]	2.45	4
finish	cdb_data_o[26]	2.36	4
Power and IR drop assume default switching activity.
