==> flow/run.sh <==
#!/bin/bash
# OpenROAD 26Q1-2900-gdf79404cd8, Yosys 0.63+post, stock flow scripts
make -C /OpenROAD-flow-scripts/flow DESIGN_CONFIG=/design/flow/config.mk WORK_HOME=/design/flow/orfs finish
==> flow/design.v <==
`timescale 1ns/1ps
module fetch (
  input  logic        clk,
  input  logic        rst_n,
  input  logic        flush_i,
  input  logic [31:0] flush_pc_i,
  input  logic        ready_in,
  output logic        valid_out,
  output logic [31:0] pc_out,
  output logic [31:0] instr_out,
  output logic        predicted_taken_out,
  output logic [31:0] predicted_target_out,
  output logic        icache_en_o,
  output logic [31:0] icache_addr_o,
  input  logic [31:0] icache_rdata_i,
  input  logic        icache_rvalid_i,
  output logic [31:0] btb_lookup_pc_o,
  input  logic        btb_lookup_hit_i,
  input  logic        btb_lookup_taken_i,
  input  logic [31:0] btb_lookup_target_i
);
  logic [31:0] pc_q;
  logic        req_pending;
  logic [31:0] req_pc;
  logic        out_valid;
  logic [31:0] out_pc;
  logic [31:0] out_instr;
  logic        out_pred_taken;
  logic [31:0] out_pred_target;
  assign valid_out           = out_valid;
  assign pc_out              = out_pc;
  assign instr_out           = out_instr;
  assign predicted_taken_out = out_pred_taken;
  assign predicted_target_out= out_pred_target;
  assign btb_lookup_pc_o = pc_q;
  wire [6:0] fetched_opcode = icache_rdata_i[6:0];
  wire is_branch_or_jump = (fetched_opcode == 7'b1100011) ||   
                           (fetched_opcode == 7'b1101111) ||   
                           (fetched_opcode == 7'b1100111);     
  wire use_btb_prediction = btb_lookup_hit_i && btb_lookup_taken_i && is_branch_or_jump;
  always @* begin
    icache_en_o   = 1'b0;
    icache_addr_o = pc_q;
    if (!out_valid && !req_pending) begin
      icache_en_o   = 1'b1;
      icache_addr_o = pc_q;
    end
  end
  always_ff @(posedge clk) begin
    if (!rst_n) begin
      pc_q           <= 32'h0000_0000;
      req_pending    <= 1'b0;
      req_pc         <= 32'h0;
      out_valid      <= 1'b0;
      out_pc         <= 32'h0;
      out_instr      <= 32'h0;
      out_pred_taken <= 1'b0;
      out_pred_target<= 32'h0;
    end else begin
      if (flush_i) begin
        pc_q           <= flush_pc_i;
        req_pending    <= 1'b0;
        out_valid      <= 1'b0;
        out_pred_taken <= 1'b0;
        out_pred_target<= 32'h0;
      end else begin
        if (out_valid && ready_in) begin
          out_valid <= 1'b0;
        end
        if (!out_valid && !req_pending) begin
          req_pending <= 1'b1;
          req_pc      <= pc_q;
        end
        if (req_pending && icache_rvalid_i) begin
          out_valid      <= 1'b1;
          out_pc         <= req_pc;
          out_instr      <= icache_rdata_i;
          out_pred_taken <= use_btb_prediction;
          out_pred_target<= btb_lookup_target_i;
          req_pending <= 1'b0;
          if (use_btb_prediction) begin
            pc_q <= btb_lookup_target_i;
          end else begin
            pc_q <= req_pc + 32'd4;
          end
        end
      end
    end
  end
endmodule
==> flow/config.mk <==
export PLATFORM = sky130hd
export DESIGN_NAME = fetch
export DESIGN_NICKNAME = fetch
export VERILOG_FILES = /design/flow/design.v
export SDC_FILE = /design/flow/constraint.sdc
export NUM_CORES = 4
export LEC_CHECK = 1
export CORE_UTILIZATION = 40
==> flow/constraint.sdc <==
current_design fetch

set clk_period 7.7
set clk_io_pct 0.2

create_clock -name clk0 -period $clk_period [get_ports {clk}]

set non_clock_inputs [all_inputs -no_clocks]
set_input_delay [expr $clk_period * $clk_io_pct] -clock clk0 $non_clock_inputs
set_output_delay [expr $clk_period * $clk_io_pct] -clock clk0 [all_outputs]
==> flow_summary.toml <==
# physical design summary
[run_status]
status = "finished clean"

[die]
io_pins = 266
fp.coreArea_sq_mm = 0.01676
die_h_um = 133.7
fp_util_pct = 41.43
dieWidth_um = 133.7
num_rows = 47
dieArea_sq_mm = 0.01789

[global_routing]
antenna_found_initial = 0
overflow = 0
grt_pass1_wl_mm = 37.05
grt_usage_pct = 27.57
grt_max_degree = 68
grt_pass1_vias = 6438

[timing]
maxSlewHeadroom_pct = 41.56
tightestPinTransition_ns = 0.8745
grt_setup_unrepaired = "no"
hold_viol = 0
slew_viol_final = 0
post-route-period-util_pct = 49.28
setup_tns_ns = 0
setup_violations = 0
fin_crit_ns = 3.795
max_freq_mhz = 263.5
hold_ws_ns = 0.4515
fin_skew_ns = 0.006301

[worst_setup_path]
critical_path_required_ns = 8.03
critPathCaptureType = "flop"
r2r_cells = 6
path_max_fanout = 63
start_kind = "input pin"
criticalPathCategory = "input pin to flop"
arrival_ns = 4.12

[placed_design]
dp_hpwl_mm = 16.14
port_buffers = 265
gp_congestion = 0.8465

[synth]
ys.flop_type = "dfxtp_1"
ys_types = 50
netlist_instances = 902
ys_sh_simple_pct = 24.18
synthAoiAreaFrac_pct = 17.84
ys_seq_share_pct = 47.00
async_flop_share_pct = 0
xor_share_pct = 2.901
yosys-stat-cells = 902
yosysWarnings = 1
netlist_area_sq_mm = 0.006943
synthMuxAreaShare_pct = 0.4325
edf_count = 0
ys_top_logic_family = "simple AND/OR/NAND/NOR gates"
syn_area_per_cell_sq_um = 7.697
yosysChipArea_sq_mm = 0.006943
synthAdderAreaFrac_pct = 0.1802
ys.flops = 163

[clock_network]
cts_resized = 0
h-tree-depth = 4
postCtsHoldBufs = 0
cts_buffers = 17
cts_tree = "yes"
clk_latency_ns = 0.42
cts.path.max_buffers = 2
cts_sinks = 163
root_buffer = "clkbuf_16"
clkTransAtPathRegs_ns = 0.06
post-cts-setup-buffers = 0

[route]
wl_mm = 23.75
initialDrtViolationCount = 431
drtAntennaViolNets = 0
drc = 0
routed_via_density = 5.182
routedWlPerCell_um = 17.82
vias = 6908
n_antenna_cell = 0
dr.pass1.iters = 5

[layout]
n_fill_cell = 1521
final_common_cell = "nand2_1"
final_cell_mix = "277 x nand2_1, 264 x clkdlybuf4s50_1, 163 x dfxtp_1"
area_delta_synth_final_pct = 45.61
drive_above_1_share_pct = 5.031

[worst_hold_path]
hold_class = "flop to flop"
min_path_cells = 2

[job]
tool_warnings = 26
drv_cap = 0

[pwr]
ir_worst_vdd_uv = 173.0
leakagePower_nw = 3.426
total_power_mw = 1.989
powerDensity_mw_per_mm2 = 196.8
[power breakdown]
group	switching, mW	internal [mW]
clock network	0.347	0.553
registers	0.0267	0.866
logic	0.0822	0.114
total	0.456	1.53
[path summary, 6_finish.rpt]
path / endpoint / slack [ns] / startpoint
setup / recovery: pc_q[0] / 3.91 / rst_n
hold / removal: out_pc[17] / 0.45 / out_pc[17]
setup reg to reg: pc_q[28] / 5.20 / req_pc[2]
hold reg to reg: out_pc[17] / 0.45 / out_pc[17]
[worst max-delay path: stages]
cell and delay, ns:
clkdlybuf4s50_1 0.82, clkinv_2 0.78, buf_4 0.61, o32ai_1 0.34
[metal layers]
metal / wire length, um / part of all wire [%] / up-vias / GRT usage, %
li1: - / - / 3426 / -
met1: 11060 / 47 / 3218 / 43.78
met2: 10890 / 46 / 257 / 41.42
met3: 1674 / 7.0 / 7 / 5.750
met4: 125 / 0.53 / 0 / 1.641
met5: 0 / 0 / - / 0
[stage by stage]
stage | utilization, % | area, sq um | cells | setup WS (ns)
global route | 60.32 | 10110 | 1333 | 3.733
CTS | 60.32 | 10110 | 1333 | 3.927
detailed placement | 56.60 | 9487 | 1302 | 3.490
floorplan | - | 6943 | 902 | 4.699
finish | 60.32 | 10110 | 1333 | 3.905
global placement | 56.60 | 9487 | 1302 | 3.525
[logic make-up after synthesis]
family / count (synthesis)
AND/OR/NAND/NOR: 386
AND-OR/OR-AND: 223
flip-flops: 163
buffers and inverters: 103
XOR/XNOR: 23
multiplexers: 3
adder cells (fa/ha/maj): 1
[layout make-up]
cell class / instances / area (sq um) / share of cell area [%]
Clock inverter: 11 / 176.4 / 1.745
Timing Repair Buffer: 277 / 2738 / 27.08
Tap cell: 220 / 275.3 / 2.723
Sequential cell: 163 / 3263 / 32.28
Inverter: 6 / 23.77 / 0.2351
Multi-Input combinational cell: 636 / 3187 / 31.52
Clock buffer: 20 / 446.7 / 4.418
[synthesized netlist by cell type (3+ instances only)]
cell	n	area share [%]
nand2b_1	3	0.27
and3_1	18	1.6
nand2_1	279	15
buf_1	7	0.38
nand4_1	12	1.1
inv_1	5	0.27
o21ai_0	19	1.4
clkbuf_1	54	2.9
o22ai_1	18	1.6
o32ai_1	4	0.50
dfxtp_1	163	47
nor3_1	12	0.87
xor2_1	14	1.8
nand3_1	11	0.79
a221oi_1	7	0.88
a21oi_1	154	11
buf_4	32	3.5
xnor2_1	9	1.1
buf_2	3	0.22
mux2i_1	3	0.43
nor4_1	5	0.45
or4_1	3	0.32
nor2_1	27	1.5
o21ai_1	4	0.29
[state kept, by name, summed over array words and instances, names as in the netlist]
signal	cells
out_instr	32
out_pc	32
out_pred_target	32
pc_q	32
req_pc	32
out_pred_taken	1
out_valid	1
req_pending	1
